$ cat constraint.sdc
current_design RegDE

set clk_period 1.0
set clk_io_pct 0.2

create_clock -name clk0 -period $clk_period [get_ports {clk}]

set non_clock_inputs [all_inputs -no_clocks]
set_input_delay [expr $clk_period * $clk_io_pct] -clock clk0 $non_clock_inputs
set_output_delay [expr $clk_period * $clk_io_pct] -clock clk0 [all_outputs]
$ cat design.v
`timescale 1ns / 1ps
module RegDE(
        input clk, reset,
        input DE_EN,
        input [31:0] PC_D, instrD,
        input [31:0] v_R1_D, v_R2_D, v_R3_D,
        input [4:0] a_R3_D,
        input [31:0] v_imm32_D,
        output reg [31:0] PC_E, instrE,
        output reg [31:0] v_R1_E, v_R2_E, v_R3_E,
        output reg [4:0]  a_R3_E,
        output reg [31:0] v_imm32_E
    );
task reset_regDE;
    begin: reset_regDE_block
        {PC_E, instrE, v_R1_E, v_R2_E, a_R3_E, v_R3_E, v_imm32_E} <= 0;
    end
endtask
    always @(posedge clk) begin
        if (reset) reset_regDE;
        else if (DE_EN) begin
            PC_E        <= PC_D;
            instrE      <= instrD;
            v_R1_E      <= v_R1_D;
            v_R2_E      <= v_R2_D;
            v_R3_E      <= v_R3_D;
            a_R3_E      <= a_R3_D;
            v_imm32_E   <= v_imm32_D;
        end
    end
endmodule
$ cat run.sh
#!/bin/bash
# OpenROAD 26Q1-2900-gdf79404cd8, Yosys 0.63+post, stock flow scripts
make -C /OpenROAD-flow-scripts/flow DESIGN_CONFIG=/design/flow/config.mk WORK_HOME=/design/flow/orfs finish
$ cat config.mk
export PLATFORM = sky130hd
export DESIGN_NAME = RegDE
export DESIGN_NICKNAME = RegDE
export VERILOG_FILES = /design/flow/design.v
export SDC_FILE = /design/flow/constraint.sdc
export NUM_CORES = 4
export LEC_CHECK = 1
export CORE_UTILIZATION = 30
==> metrics.cfg <==
[cts]
clkSinkCount=197
cts_hold_buf=0
htreeDepth=4
clkTransAtPathRegs_ns=0.08
numCtsBuffers=17
clock_latency_ns=0.42
cts_root_buf=clkbuf_16
cts_tree=built
clockBufferDepth=2

[route]
via_count=5726
first_iter_violations=174
ant_nets=0
wire_per_inst_um=15.5
vias_per_cell=4.20
detail_route.wirelength_um=21200
drc_errors=0
drtPass1Iterations=4

[die]
ioPinCount=397
core_um2=22800
die_h_um=155
initCoreUtil_pct=30.8
dieArea_um2=24000
rows=55
die_x_um=155

[setup_path]
r2r-end=PC_E[17]
cp-end-kind=primary output
crit_required_ns=0.80
worst_r2r_startpoint=PC_E[17]
reg2regPathDepth=3
crit_slowest_cell=dfxtp_2
startpoint_type=flop
crit_buf_inv=1
critical_path_class=reg -> out
reg2reg_slack_ns=0.26
worstPathMaxFanout=2
cpLargestDelayFamily=flip-flops
arrival_ns=0.87
critPathMaxStageDelay_ns=0.32
worstPathCellList=buf_2

[cells_and_area]
final_cell_mix=197 x dfxtp_2, 197 x mux2i_1, 197 x nor2_1, 197 x clkdlybuf4s50_1, 176 x buf_2
area_growth_pct=61.6
final_cell_area_um2=11300
num-fill-cells=2160
drive_above_1_share_pct=43.7

[worst_hold_path]
hold_path_end=v_imm32_E[7]
hold_path_depth=3
min_from=DE_EN
hold_path_class=in -> reg

[sta]
relSlewSlack_pct=78.1
rsz0062_at_grt=yes
hold_viol_final=0
fmax_mhz=932
timing.final.crit_share_pct=107
skew_ns=0
period_needed_ns=1.07
drv_slew=0
worst_slew_pin_slew_ns=0.329
setup_viol=197
setup_slack_ns=-0.0731

[power]
p_leak_nw=5.49
power_density_nw_per_um2=1550
irDropWorstVdd_mv=1.02
power_mw=17.6

[global_routing]
grt_start_max_net_pins=71
track_usage_pct=17.5
overflow=0
antenna_found_initial=1
grt_pass1_vias=5641
grt_first_pass_wirelength_um=31800

[placed_design]
port_buffers=396
routabilityCongestion=0.826
dp_hpwl_um=15500
dpl_cell_area_um2=11300

[synth]
syn_area_um2=7020
syn_inst=635
synth_warnings=1
synth_cell_types=9
ys_area_um2=7020
ys_cells=635
yosys.stat.seqShare_pct=56.2
syn_area_per_cell_um2=11.0
numSynthFlops=197

[job]
warnings=28
cap_violations=0

[run_status]
violations=setup timing
outcome=complete, but fails checks

## Yosys cell counts
cell type / number / share of area, %
buf_8: 11 / 2.4
buf_6: 4 / 0.64
clkbuf_1: 7 / 0.37
buf_1: 3 / 0.16
mux2i_1: 197 / 28
buf_2: 12 / 0.86
buf_4: 7 / 0.75
nor2_1: 197 / 11
dfxtp_1: 197 / 56
## metrics by stage
| step | hold slack [ns] | setup slack (ns) | util (%) | std cells | setup TNS, ns |
|---|---|---|---|---|---|
| 6_report | 0.184 | -0.0731 | 49.8 | 1364 | -9.37 |
| 5_1_grt | 0.195 | -0.115 | 49.8 | 1364 | -17.99 |
| 4_1_cts | 0.171 | -0.106 | 49.5 | 1361 | -14.84 |
| 3_5_place_dp | 0.480 | -0.0998 | 49.7 | 1325 | -12.63 |
| 3_3_place_gp | 0.471 | -0.0777 | 49.7 | 1325 | -9.87 |
| 2_1_floorplan | 0.347 | -0.00224 | - | 635 | -0.0672 |
## registers in the layout, indices dropped and copies added, names as in the netlist
name and cells:
v_R2_E 32, PC_E 32, v_imm32_E 32, a_R3_E 5
instrE 32, v_R3_E 32, v_R1_E 32
## final cells by class
type,instances,area (um^2),share of cell area [%]
Multi-Input combinational cell,394,2710,23.9
Clock buffer,18,439,3.87
Tap cell,313,392,3.45
Clock inverter,13,123,1.08
Sequential cell,197,4190,37.0
Timing Repair Buffer,428,3480,30.7
Antenna cell,1,2.50,0.0221
## logic make-up after synthesis
family	Yosys count	share of synthesized area [%]
mux	197	28.1
buf+inv	44	5.14
flops	197	56.2
simple gates	197	10.5
## timing repair
item / CTS / global route
endpoints found under the setup margin: 197 / 197
setup buffers: 5 / 2
endpoints found under the hold margin: 0 / 0
resized: 849 / 9
pin swaps: 0 / 0
## how the worst max path moves through the flow
stage	start	endpoint	slack, ns	depth (start not counted)
6_report	PC_E[12]	PC_E[12]	-0.07	1
4_1_cts	a_R3_E[0]	a_R3_E[0]	-0.11	1
5_1_grt	a_R3_E[0]	a_R3_E[0]	-0.12	1
## layer usage
metal	track usage, %	up-vias	wire (um)
met5	0	-	0
met4	3.39	0	419
met3	4.68	21	1470
met2	29.9	195	10600
met1	22.7	2613	8650
li1	-	2897	-
## where the power goes
part           total [mW]  internal, mW  switching (mW)
Sequential           8.62          8.40           0.218
Clock                6.56          3.34            3.23
Combinational        2.45          1.61           0.841
Total                17.6          13.3            4.29
No activity file was given, so power comes from the tool's default toggle rates.
