### flow/design.v
`timescale 1ns / 1ps
`timescale 1ns / 1ps
module BlockChecker(
    input clk,
    input reset,
    input [7:0] in,
    output result
);
function [7:0] to_low;
    input [7:0] c;
    begin
        to_low = (c >= "A" && c <= "Z") ? (c - "A" + "a") :
                 (c >= "a" && c <= "z") ? c : 8'd0;
    end
endfunction
localparam [3:0] S0=0, S1=1, S2=2, S3=3, S4=4, S5=5, S6=6, S7=7, S8=8;
reg [3:0] state;
reg cnt;
reg [7:0] bfb, bfe;
reg [31:0] lef, rit;
reg err, prerr;
initial begin
    {state, cnt, bfb, bfe, lef, rit, err, prerr} <= 0;
    bfb <= " ";
    bfe <= " ";
end
always @(posedge clk or posedge reset) begin
    if (reset) begin
        state <= S0;
        {cnt, lef, rit, err, prerr} <= 0;
        {bfb, bfe} <= " ";
    end else begin
        bfb <= in;
        bfe <= in;
        cnt <= 1;
        state <= S0;
        case (state)
            S0: begin
                if (in == " ") begin
                    state <= S0;
                end else if (to_low(in) == "b" && ((cnt == 0) || (bfb == " "))) begin
                    state <= S1;
                end else if (to_low(in) == "e" && ((cnt == 0) || (bfe == " "))) begin
                    state <= S6;
                end
            end
            S1: state <= (to_low(in) == "e") ? S2 : S0;
            S2: state <= (to_low(in) == "g") ? S3 : S0;
            S3: state <= (to_low(in) == "i") ? S4 : S0;
            S4: begin
                if (to_low(in) == "n") begin
                    state <= S5;
                    lef <= lef + 1;
                end
            end
            S5: begin
                if (in != " ") lef <= lef - 1;
                state <= S0;
            end
            S6: state <= (to_low(in) == "n") ? S7 : S0;
            S7: begin
                if (to_low(in) == "d") begin
                    state <= S8;
                    rit <= rit + 1;
                    if (lef == rit) begin
                        prerr <= err;
                        err <= 1;
                    end
                end
            end
            S8: begin
                if (in != " ") begin
                    rit <= rit - 1;
                    if (rit == lef + 1 && prerr == 0) begin
                        prerr <= err;
                        err <= 0;
                    end
                end
                state <= S0;
            end
        endcase
    end
end
assign result = !err && (lef == rit);
endmodule
### flow/run.sh
#!/bin/bash
# OpenROAD 26Q1-2900-gdf79404cd8, Yosys 0.63+post, stock flow scripts
make -C /OpenROAD-flow-scripts/flow DESIGN_CONFIG=/design/flow/config.mk WORK_HOME=/design/flow/orfs finish
### flow/config.mk
export PLATFORM = sky130hd
export DESIGN_NAME = BlockChecker
export DESIGN_NICKNAME = BlockChecker
export VERILOG_FILES = /design/flow/design.v
export SDC_FILE = /design/flow/constraint.sdc
export NUM_CORES = 4
export LEC_CHECK = 1
export CORE_UTILIZATION = 50
### flow/constraint.sdc
current_design BlockChecker

set clk_period 11.8
set clk_io_pct 0.2

create_clock -name clk0 -period $clk_period [get_ports {clk}]

set non_clock_inputs [all_inputs -no_clocks]
set_input_delay [expr $clk_period * $clk_io_pct] -clock clk0 $non_clock_inputs
set_output_delay [expr $clk_period * $clk_io_pct] -clock clk0 [all_outputs]
==> run_results.csv <==
group,metric,value,unit
run_status,status,"finished clean",
synthesis,top_cells_by_area,"dfrtp_1 30%, xnor2_1 9.2%, ha_1 6.3%",
routing,n_antenna_cell,0,
grt,grt_max_degree,47,
synthesis,yosys_cells,795,
flow_run,warning_count,26,
floorplan,core_area,12700,µm²
finish,synthToLayoutAreaGrowth,8.02,%
synthesis,synthesis.area,6540,µm²
routing,routed_wl,17100,µm
pwr,power.leakage,2.92,nW
synthesis,postSynthSeqShare,0.306,
sta,tightest_slew,0.835,ns
routing,via_count,5788,
synthesis,async_flop_share,1.00,
pwr,power.internal,0.000482,W
synthesis,yosysChipArea,6540,µm²
sta,fin_crit_sh,0.430,
sta,setup_viol,0,
place,dp_hpwl,13200,µm
pwr,finalPower,0.000618,W
routing,postRouteAntennaNets,0,
finish,drive_gt1_frac,0.0522,
worst_setup_path,path_max_fanout,12,
flow_run,maxCapViolations,0,
sta,fin_setup_tns,0,ns
place,place_congestion,0.955,
floorplan,io_pins,11,
synthesis,syn_inst,795,
synthesis,top_cells_by_count,"79 x dfrtp_1, 77 x nand2_1, 69 x xnor2_1",
clock_network,cts.htree.levels,3,
routing,routedWlPerCell,17.9,µm
sta,fin_skew,0.00941,ns
sta,timing.fmax,0.197,GHz
sta,rsz0062_at_grt,"false",
floorplan,fp_util,0.516,
floorplan,die_height,116,µm
synthesis,synth_area_per_cell,8.22,µm²
floorplan,die_w,116,µm
clock_network,clk_pin_slew,0.06,ns
synthesis,top_cell,"dfrtp_1",
grt,grt_remaining_overflow,0,
grt,antenna_found_initial,0,
clock_network,cts-resized-gates,0,
clock_network,ctsHoldBuffers,0,
sta,slew_headroom,0.439,
pwr,switching_power,0.000136,W
pwr,pwr-share-seq,0.457,
pwr,power_density,87.5,nW/µm²
synthesis,top_area_cell,"dfrtp_1",
synthesis,edf_count,0,
synthesis,top_area_frac,0.302,
worst_setup_path,arrival,5.31,ns
routing,route.detailed.drc,0,
clock_network,clock_sinks,80,
floorplan,die_area,13500,µm²
synthesis,synth.distinct_cells,69,
synthesis,synth_flops,80,
pwr,p_sw_frac,0.220,
worst_setup_path,cp-end-kind,"flip-flop",
grt,grt_first_pass_wirelength,27900,µm
synthesis,synthFlopType,"dfrtp_1",
place,port_buffers,10,
pwr,combPwrFrac,0.053,
floorplan,num_rows,41,
sta,final_max_slew_viol_count,0,
worst_setup_path,startpoint_type,"primary input",
pwr,p_clk_frac,0.490,
clock_network,cts_root_buf,"clkbuf_16",
worst_hold_path,hp-class,"flip-flop to flip-flop",
grt,grt_pass1_vias,5176,
finish,fillers,1160,
clock_network,clockBufferDepth,2,
routing,drt_iter0_markers,400,
sta,post-route-min-period,5.07,ns
clock_network,cts_made_buffers,9,
clock_network,clock_latency,0.35,ns
worst_setup_path,crit_type,"primary input to flip-flop",
worst_setup_path,required,12.03,ns
routing,routed_via_density,6.04,
synthesis,yosysWarningCount,1,
clock_network,cts_tree,"done",
grt,grt_usage,0.273,
routing,first_pass_iters,4,
pwr,ir_worst_vdd,0.0656,mV
sta,finalHoldViolCount,0,
clock_network,cts_setup_buffers,0,
area by class of cell:
cell class                 count  area, µm²  share of cell area
multi-input combinational    655       4300               0.608
sequential                    80       2000               0.284
clock buffer                  11        243              0.0344
tap                          172        215              0.0305
timing repair buffer          18        160              0.0227
clock inverter                 5       80.1              0.0113
inverter                      17       65.1             0.00921
worst max-delay path: stages:
cell,delay (ns)
clkdlybuf4s50_1,0.70
or3_1,0.20
o22ai_1,0.08
nor3b_1,0.36
o211ai_1,0.16
nor4_1,0.60
and4_1,0.33
nor2_1,0.05
nor2_1,0.13
mux2_1,0.33
cell families (layout without fill, tap and decap cells):
kind of cell / count (synthesis) / in the layout / synth area share
simple gates: 311 / 311 / 0.248
compound gates: 195 / 195 / 0.188
xor+xnor: 111 / 111 / 0.149
flops: 80 / 80 / 0.306
buf+inv: 60 / 51 / 0.0377
fa+ha+maj: 34 / 34 / 0.0662
mux: 3 / 3 / 0.00497
other cells: 1 / 1 / 0.000574
registers in the layout (all words and copies together), names as in the netlist:
signal and cells:
prerr 1, bfb 2, state 4, bfe 7, cnt 1, err 1, rit 32, lef 32
final timing paths:
check | startpoint | to | slack [ns] | cells past startpoint
setup / recovery | in[1] | prerr | 6.73 | 10
hold / removal | err | err | 0.50 | 1
setup reg to reg | state[0] | rit[31] | 7.83 | 12
hold reg to reg | err | err | 0.50 | 1
max in group asynchronous | reset | lef[14] | 8.42 | 3
min in group asynchronous | reset | rit[6] | 2.38 | 2
metrics by stage:
step           instance area [µm²]  instances  setup slack [ns]  hold slack (ns)   util
2_1_floorplan                 6540        795              6.87            0.458      -
3_3_place_gp                  6740        942              6.48            0.488  0.532
3_5_place_dp                  6740        942              6.36            0.483  0.532
4_1_cts                       7060        958              6.71            0.499  0.557
5_1_grt                       7060        958              6.42            0.529  0.557
6_report                      7060        958              6.73            0.498  0.557
power groups by stage:
stage / Combinational, W / Clock [W] / Sequential (W)
6_report: 0.0000328 / 0.000303 / 0.000283
5_1_grt: 0.0000371 / 0.000321 / 0.000283
4_1_cts: 0.0000333 / 0.000309 / 0.000283
placed cells by master (no fill, tap or decap), drive strengths merged, types with 5 or more instances in the layout:
cell,netlist,final
xor2,42,42
dfrtp,79,79
or4,5,5
clkbuf,35,11
nor2,59,59
nor3,27,27
a211oi,8,8
a31oi,7,7
ha,33,33
inv,17,16
and4,9,9
o32ai,5,5
nand3,26,26
or3,13,13
buf,8,8
o21ai,45,45
nor2b,9,9
nand4,24,24
xnor2,69,69
and2,7,7
nand2b,12,12
clkdlybuf4s50,0,10
a21oi,64,64
a21o,14,14
and3,9,9
nand2,78,78
o211ai,13,13
nor4,17,17
o31ai,5,5
or2,6,6
routing by layer:
layer / GRT usage / share of wire / vias up
met4: 0.0393 / 0.018 / 0
met1: 0.436 / 0.49 / 2747
met5: 0 / 0 / -
met2: 0.402 / 0.43 / 154
li1: - / - / 2868
met3: 0.0444 / 0.056 / 19
No activity file was given, so power comes from the tool's default toggle rates.
