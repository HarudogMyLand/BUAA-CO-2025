==> flow/run.sh <==
#!/bin/bash
# OpenROAD 26Q1-2900-gdf79404cd8, Yosys 0.63+post, stock flow scripts
make -C /OpenROAD-flow-scripts/flow DESIGN_CONFIG=/design/flow/config.mk WORK_HOME=/design/flow/orfs finish
==> flow/config.mk <==
export PLATFORM = sky130hd
export DESIGN_NAME = Hazard
export DESIGN_NICKNAME = Hazard
export VERILOG_FILES = /design/flow/design.v
export SDC_FILE = /design/flow/constraint.sdc
export NUM_CORES = 4
export LEC_CHECK = 1
export CORE_AREA = 10 10 188 188
export DIE_AREA = 0 0 198 198
==> flow/constraint.sdc <==
current_design Hazard

set clk_period 13.1
set clk_io_pct 0.2

create_clock -name clk0 -period $clk_period [get_ports {clk}]

set non_clock_inputs [all_inputs -no_clocks]
set_input_delay [expr $clk_period * $clk_io_pct] -clock clk0 $non_clock_inputs
set_output_delay [expr $clk_period * $clk_io_pct] -clock clk0 [all_outputs]
==> flow/design.v <==
`timescale 1ns / 1ps
module Hazard (
    input clk, 
    input reset,
    input  [4:0]  a_R1_D, a_R2_D,
    input  [31:0] v_R1_D, v_R2_D,
    input  h_D1, h_D2,
    input  [4:0]  a_R1_E, a_R2_E,
    input  [31:0] v_R1_E, v_R2_E,
    input  h_E1, h_E2,
    input  [4:0]  a_R2_M, 
    input  [31:0] v_R2_M,
    input  [4:0]  a_WB_E,              
    input  [31:0] v_WB_E,
    input  [4:0]  a_WB_M,        
    input  [31:0] v_WB_M,    
    input  [4:0]  a_WB_W,
    input  [31:0] v_WB_W,
    output h_stall_I,                 
    output h_stall_ID,                 
    output h_stall_DE,                 
    output h_flush_DE,                 
    output h_flush_EM,                 
    output [31:0] hv_fwd_D1, hv_fwd_D2,
    output [31:0] hv_fwd_E1, hv_fwd_E2,
    output [31:0] hv_fwd_M
);
    reg [4:0]   a_W;
    reg [31:0]  v_W;
    initial {a_W, v_W} <= 0;
    always @(posedge clk) begin
        if (reset) {a_W, v_W} <= 0;
        else {a_W, v_W} <= {a_WB_W, v_WB_W};
    end
    wire h_stall_D, h_stall_E;
    assign h_stall_D = 
    (
        (h_D1 && a_R1_D == a_WB_E && a_WB_E != 0 && v_WB_E === 32'bz) ||
        (h_D1 && a_R1_D == a_WB_M && a_WB_M != 0 && v_WB_M === 32'bz && !(a_R1_D == a_WB_E && a_WB_E != 0 && v_WB_E !== 32'bz))
    ) ||
    (
        (h_D2 && a_R2_D == a_WB_E && a_WB_E != 0 && v_WB_E === 32'bz) ||
        (h_D2 && a_R2_D == a_WB_M && a_WB_M != 0 && v_WB_M === 32'bz && !(a_R2_D == a_WB_E && a_WB_E != 0 && v_WB_E !== 32'bz))
    ) & ~h_stall_E 
    ;
    assign h_stall_E =  (h_E1 && a_R1_E == a_WB_M && a_WB_M != 0 && v_WB_M === 32'bz) ||
                        (h_E2 && a_R2_E == a_WB_M && a_WB_M != 0 && v_WB_M === 32'bz);
    assign h_stall_I =  h_stall_D || h_stall_E;
    assign h_stall_ID = h_stall_D || h_stall_E;
    assign h_stall_DE = h_stall_E;
    assign h_flush_DE = h_stall_D;
    assign h_flush_EM = h_stall_E;
    assign hv_fwd_D1 =	(a_R1_D == a_WB_E && a_WB_E != 0)? v_WB_E :
					    (a_R1_D == a_WB_M && a_WB_M != 0)? v_WB_M :
					    v_R1_D;
	assign hv_fwd_D2 =	(a_R2_D == a_WB_E && a_WB_E != 0)? v_WB_E :
					    (a_R2_D == a_WB_M && a_WB_M != 0)? v_WB_M :
					    v_R2_D;
    assign hv_fwd_E1 =	(a_R1_E == a_WB_M && a_WB_M != 0)? v_WB_M :
					    (a_R1_E == a_WB_W && a_WB_W != 0)? v_WB_W :
                        (a_R1_E == a_W && a_W != 0)? v_W :
					    v_R1_E;
	assign hv_fwd_E2 =	(a_R2_E == a_WB_M && a_WB_M != 0)? v_WB_M :
					    (a_R2_E == a_WB_W && a_WB_W != 0)? v_WB_W :
                        (a_R2_E == a_W && a_W != 0)? v_W :
					    v_R2_E;
    assign hv_fwd_M  = (a_R2_M == a_WB_W && a_WB_W != 0) ? v_WB_W : v_R2_M;
endmodule
==> summary.txt <==
run metrics: Required @ worst endpoint 10480 ps, maximum vdd ir drop 51.1 uV, via count of the first global-routing pass 7703, async set-or-reset flop fraction in the synthesized netlist 0%, power share of the sequential group 20.6%, post-CTS clock slew at the launch and capture registers of the worst setup and hold paths 60 ps, Detailed Routing Iterations Pass 1 5, layout cells sized above 1 10.4%, RSZ-0062 raised after global routing false, switching fraction of total power 30.3%, Post-Place Worst Slack 4900 ps, clock tree from TritonCTS done, Area growth, synth to finish 89.0%, Crit Path Category input port to output port, count of unresolved DRC violations after routing 0, post-route clock period utilization 62.9%, PortBufs 466, yosys-reported design area after synthesis 0.00569 mm2, element type at the critical path end output port, area of all placed cells without fillers 0.0108 mm2, Setup TNS Final 0 ps, Core ar. 0.0314 mm2, initial antenna violation count 2, post-place instance area 0.0106 mm2, Hold Buf Count CTS 0, Routed WL per cell 22.3 um, filler instances 3248, Yosys cell types 30, Resize count post-CTS 0, ANT nets after route 0, std cell rows 65, startpoint type of the worst setup path input port, part of the power in combinational logic 58.2%, number of buffers created by CTS 5, total cells reported by yosys after synthesis 822, highest achievable clock rate 0.121 GHz, final total power 0.587 mW, relative slew slack 41.4%, H-tree depth 2, routed wire length 36600 um, gpl congestion 0.918, Setup violations, final 0, main flop type after synthesis sky130_fd_sc_hd__dfxtp_1, count of tool warnings 25, HPWL reported at the end of detailed placement 29500 um, tally of max-capacitance violations 0, status complete, no violations, arrival time of the worst setup path 5620 ps, chip area 0.0392 mm2, number of synthesized flops with an enable pin 0, count of pins on the block boundary 467, Largest cells by area sky130_fd_sc_hd__dfxtp_1 (13%), sky130_fd_sc_hd__o221a_2 (13%), sky130_fd_sc_hd__mux2i_1 (11%), sky130_fd_sc_hd__o21ai_1 (11%), sky130_fd_sc_hd__nand2_1 (11%), fraction of post-synthesis cell area in the top cell type by area 13.0%, largest net degree at the start of global routing 65, Yosys Warn Count 9, slew at the pin with the worst max-slew slack 879 ps, largest fanout on the critical path 32, global-route wire length before repair 51500 um, internal power of the cells 0.409 mW, global route overflow 0, sequential area share after synthesis 13.0%, register bit total from synthesis 37, DRT iter0 DRCs 365, Pre-Place Util 18.1%, Chip Width 198 um, synthesized area divided by synthesized cell count 6.92 um2, leakage power figure 3.81 nW, number of clock sinks 37, Hold Path Class input port to flop, final-report hold violation count 0, count of pins over their slew limit 0, buffer levels on the longest clock path 2, total global routing track utilization 17.6%, instance tally after logic synthesis 822, Sw Pwr 0.178 mW, Vias per Instance 4.64, minimum clock period after layout 8240 ps, total vias in the final route 7605, CTS root buf sky130_fd_sc_hd__clkbuf_16, Worst Slack Setup Final 4860 ps, top cell type by total area after synthesis sky130_fd_sc_hd__dfxtp_1, setup bufs post-CTS 0, power density cells 54.6 mW/mm2, mapped cell area 0.00569 mm2, Clock power frac 21.2%, vertical die dimension 198 um
[layout by cell type, fill, tap and decap left out, types with 4 or more instances in the layout]
| cell | n |
|---|---|
| sky130_fd_sc_hd__clkdlybuf4s50_1 | 465 |
| sky130_fd_sc_hd__nand2_1 | 164 |
| sky130_fd_sc_hd__o21ai_1 | 126 |
| sky130_fd_sc_hd__o21ai_0 | 69 |
| sky130_fd_sc_hd__mux2i_1 | 64 |
| sky130_fd_sc_hd__inv_1 | 64 |
| sky130_fd_sc_hd__o221a_2 | 64 |
| sky130_fd_sc_hd__nor2b_1 | 37 |
| sky130_fd_sc_hd__dfxtp_1 | 37 |
| sky130_fd_sc_hd__xnor2_1 | 31 |
| sky130_fd_sc_hd__mux2_2 | 30 |
| sky130_fd_sc_hd__xor2_1 | 24 |
| sky130_fd_sc_hd__buf_4 | 14 |
| sky130_fd_sc_hd__nand3_1 | 6 |
| sky130_fd_sc_hd__nor2_1 | 5 |
| sky130_fd_sc_hd__nand4_1 | 5 |
| sky130_fd_sc_hd__clkbuf_16 | 5 |
| sky130_fd_sc_hd__nor4_4 | 4 |
| sky130_fd_sc_hd__nor3_1 | 4 |
[worst max-delay path, stage by stage]
cell and delay, ps:
sky130_fd_sc_hd__clkdlybuf4s50_1 560, sky130_fd_sc_hd__or4_4 630, sky130_fd_sc_hd__nor2_8 210, sky130_fd_sc_hd__or4_4 460
sky130_fd_sc_hd__o21ai_0 150, sky130_fd_sc_hd__o21ai_0 370, sky130_fd_sc_hd__clkdlybuf4s50_1 610
[layer usage]
| metal | up-vias | global-route usage, % | share of wire (%) |
|---|---|---|---|
| met5 | - | 0 | 0 |
| met1 | 3525 | 21.9 | 41 |
| li1 | 3712 | - | - |
| met4 | 0 | 2.05 | 1.2 |
| met3 | 22 | 4.98 | 8.8 |
| met2 | 346 | 30.4 | 49 |
[stage by stage]
step | hold WS, ps | cells | utilization [%]
2_1_floorplan | 2690 | 822 | -
3_3_place_gp | 3240 | 1630 | 33.8
3_5_place_dp | 3250 | 1630 | 33.8
4_1_cts | 2950 | 1637 | 34.2
5_1_grt | 2980 | 1638 | 34.2
6_report | 2960 | 1640 | 34.2
[registers in the layout, summed over array words and instances, names as in the netlist]
register and cells:
a_W 5, v_W 32
[Yosys cell counts (2+ instances only)]
library cell and instances:
sky130_fd_sc_hd__nand4_1 5, sky130_fd_sc_hd__nor2_1 5, sky130_fd_sc_hd__xor2_1 24, sky130_fd_sc_hd__clkbuf_1 51
sky130_fd_sc_hd__mux2i_1 64, sky130_fd_sc_hd__buf_2 8, sky130_fd_sc_hd__or4_4 3, sky130_fd_sc_hd__nand3_1 6
sky130_fd_sc_hd__nor4_1 2, sky130_fd_sc_hd__nor4_4 2, sky130_fd_sc_hd__dfxtp_1 37, sky130_fd_sc_hd__and4b_1 2
sky130_fd_sc_hd__o21ai_1 126, sky130_fd_sc_hd__buf_6 13, sky130_fd_sc_hd__buf_4 2, sky130_fd_sc_hd__o21ai_0 69
sky130_fd_sc_hd__xnor2_1 31, sky130_fd_sc_hd__nor2b_1 37, sky130_fd_sc_hd__nand2_1 164, sky130_fd_sc_hd__mux2_2 30
sky130_fd_sc_hd__nor3_1 4, sky130_fd_sc_hd__o221a_2 64, sky130_fd_sc_hd__inv_1 64, sky130_fd_sc_hd__mux2_1 2
sky130_fd_sc_hd__nor4_2 2
[worst paths after layout]
path,from,to,cells after the start
setup / recovery,a_WB_M[2],hv_fwd_E2[9],7
hold / removal,reset,v_W[3],2
[kinds of logic after synthesis]
family / synth area share [%]
xor+xnor: 8.47
flops: 13.0
simple gates: 19.8
buf+inv: 11.1
compound gates: 30.0
mux: 17.6
[final cells by class]
| cell class | instances | area, um2 | share of cell area (%) |
|---|---|---|---|
| Multi-Input combinational cell | 647 | 4350 | 40.5 |
| Antenna cell | 3 | 7.51 | 0.0698 |
| Inverter | 64 | 240 | 2.23 |
| Clock buffer | 7 | 143 | 1.33 |
| Sequential cell | 37 | 741 | 6.89 |
| Tap cell | 402 | 503 | 4.68 |
| Timing Repair Buffer | 480 | 4760 | 44.3 |
[power groups by stage]
stage         combinational, mW  clock, mW  sequential (mW)
global route              0.367      0.132            0.121
finish                    0.341      0.125            0.121
CTS                       0.346      0.131            0.121
Power is estimated from default activity; no workload was simulated.
